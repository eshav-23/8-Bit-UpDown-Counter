$ cat design/flow/design.v
`timescale 1ns / 1ps
module updown_counter_8bit(
    input clk, reset, up, en,      
    output [7:0] q
);
    wire [7:0] j, k;
    assign j[0] = en ? 1'b1 : 1'b0;
    assign k[0] = en ? 1'b1 : 1'b0;
    genvar i;
    generate
        for (i = 1; i < 8; i = i + 1) begin : gen_counter
            assign j[i] = (en) ? ((up) ? &q[i-1:0] : ~(|q[i-1:0])) : 1'b0;
            assign k[i] = j[i];
        end
    endgenerate
    jk_ff ff0(clk, reset, j[0], k[0], q[0]);
    jk_ff ff1(clk, reset, j[1], k[1], q[1]);
    jk_ff ff2(clk, reset, j[2], k[2], q[2]);
    jk_ff ff3(clk, reset, j[3], k[3], q[3]);
    jk_ff ff4(clk, reset, j[4], k[4], q[4]);
    jk_ff ff5(clk, reset, j[5], k[5], q[5]);
    jk_ff ff6(clk, reset, j[6], k[6], q[6]);
    jk_ff ff7(clk, reset, j[7], k[7], q[7]);
endmodule
`timescale 1ns / 1ps
module clock_divider #(
    parameter DIV = 100_000_000   
)(
    input clk, reset,
    output reg tick
);
    reg [$clog2(DIV)-1:0] cnt;
    always @(posedge clk or posedge reset) begin
        if (reset) begin
            cnt  <= 0;
            tick <= 0;
        end else begin
            if (cnt == DIV-1) begin
                cnt  <= 0;
                tick <= 1;    
            end else begin
                cnt  <= cnt + 1;
                tick <= 0;
            end
        end
    end
endmodule
`timescale 1ns / 1ps
module jk_ff(
    input clk, reset, j, k,
    output reg q
);
    always @(posedge clk or posedge reset) begin
        if (reset)
            q <= 0;
        else begin
            case ({j,k})
                2'b00: q <= q;        
                2'b01: q <= 0;        
                2'b10: q <= 1;        
                2'b11: q <= ~q;       
            endcase
        end
    end
endmodule
`timescale 1ns / 1ps
module hex_to_7seg(
    input [3:0] bin,
    output reg [6:0] seg
);
    always @(*) begin
        case(bin)
            4'h0: seg = 7'b1000000;
            4'h1: seg = 7'b1111001;
            4'h2: seg = 7'b0100100;
            4'h3: seg = 7'b0110000;
            4'h4: seg = 7'b0011001;
            4'h5: seg = 7'b0010010;
            4'h6: seg = 7'b0000010;
            4'h7: seg = 7'b1111000;
            4'h8: seg = 7'b0000000;
            4'h9: seg = 7'b0010000;
            4'hA: seg = 7'b0001000;
            4'hB: seg = 7'b0000011;
            4'hC: seg = 7'b1000110;
            4'hD: seg = 7'b0100001;
            4'hE: seg = 7'b0000110;
            4'hF: seg = 7'b0001110;
            default: seg = 7'b1111111;
        endcase
    end
endmodule
module top_counter(
    input clk, reset, up,
    output [7:0] leds,
    output [6:0] seg,
    output [7:0] an    
);
    wire tick;
    wire [7:0] q;
    reg [3:0] digit;
    reg [2:0] digit_sel;
    clock_divider #(.DIV(100_000_000)) u_div (
        .clk(clk),
        .reset(reset),
        .tick(tick)
    );
    updown_counter_8bit u_cnt (
        .clk(tick),
        .reset(reset),
        .up(up),
        .en(1'b1),       
        .q(q)
    );
    assign leds = q;   
    wire refresh_clk;
    clock_divider #(.DIV(100_000)) u_ref (
        .clk(clk),
        .reset(reset),
        .tick(refresh_clk)
    );
    always @(posedge refresh_clk or posedge reset) begin
        if (reset)
            digit_sel <= 0;
        else
            digit_sel <= digit_sel + 1;
    end
    always @(*) begin
        case(digit_sel)
            3'b000: digit = q[3:0];   
            3'b001: digit = q[7:4];   
            default: digit = 4'hF;    
        endcase
    end
    assign an = (digit_sel == 3'b000) ? 8'b11111110 :
                (digit_sel == 3'b001) ? 8'b11111101 :
                                        8'b11111111;
    hex_to_7seg u_dec (
        .bin(digit),
        .seg(seg)
    );
endmodule
$ cat design/flow/constraint.sdc
current_design top_counter

set clk_period 5.1
set clk_io_pct 0.2

create_clock -name clk0 -period $clk_period [get_ports {clk}]

set non_clock_inputs [all_inputs -no_clocks]
set_input_delay [expr $clk_period * $clk_io_pct] -clock clk0 $non_clock_inputs
set_output_delay [expr $clk_period * $clk_io_pct] -clock clk0 [all_outputs]
$ cat design/flow/config.mk
export PLATFORM = sky130hd
export DESIGN_NAME = top_counter
export DESIGN_NICKNAME = top_counter
export VERILOG_FILES = /design/flow/design.v
export SDC_FILE = /design/flow/constraint.sdc
export NUM_CORES = 4
export LEC_CHECK = 1
export CORE_UTILIZATION = 30
$ cat design/flow/run.sh
#!/bin/bash
# OpenROAD 26Q1-2900-gdf79404cd8, Yosys 0.63+post, stock flow scripts
make -C /OpenROAD-flow-scripts/flow DESIGN_CONFIG=/design/flow/config.mk WORK_HOME=/design/flow/orfs finish
==> out/qor.csv <==
metric,value,unit
first-pass GRT wire length,9.78,mm
H-tree depth,2,
"Arr. time, crit path",2.27,ns
post-route clock skew,0.0166,ns
Synth Cell Area,3110,um^2
DR WL/cell,11.8,um
tool warnings,32,
number of synthesized register bits,57,
core area,9910,um^2
port bufs,19,
slew margin rel.,40.2,%
Final Cycle Share,39.8,%
Main synth FF type,dfrtp_1,
Sequential Power Share,56.4,%
largest net degree at the start of global routing,58,
"Slew Viols, Final",0,
setup ws final,3.07,ns
r2r startpoint,u_div.cnt[0]$_DFF_PP0_,
net switching share of the total power,20.6,%
logic gate share of total power,1.9,%
postcts setup bufs,0,
"Max FO, Critical Path",8,
Clk network pwr share,41.7,%
drt total wl,5.37,mm
Die H,104,um
DIE AREA,10800,um^2
Die Width,104,um
"Hold-fix buffers, CTS",0,
GRT Total Usage,10.8,%
vias in the first global route,2042,
measured slew at the worst slew-check pin,0.897,ns
CTS tree,yes,
drt first pass iters,4,
yosys cell count,309,
share of post-route cells with drive strength above 1,6.23,%
static leakage,1.51,nW
Post-synth EDFFs,0,
Synth Instances,309,
maximum vdd drop,0.104,mV
yosys warns,5,
initial DRC count,113,
Crit. End Element,register,
placed wire-length estimate,3.82,mm
yosys stat chip area,3110,um^2
gr ovfl total,0,
RePlAce Congestion,0.815,
# resized after CTS,0,
Distinct lib cells used,45,
max-cap viol count,0,
routed via count,2203,
crit path DRT,5.34,ns
Place WS,3.02,ns
insertion delay to the later sink of the worst-skew pair,0.30,ns
"Seq share, synth",45.8,%
Internal,0.000514,W
Clock transition at path regs,0.09,ns
hold_sp,u_div.cnt[0]$_DFF_PP0_,
critical path class,reg2reg,
antenna-violating nets left,0,
Worst setup startpoint,u_div.cnt[0]$_DFF_PP0_,
Remaining DRCs,0,
clock tree buffer depth,2,
Antenna Cells,0,
# setup viols final,0,
pwr dens,186,nW/um^2
total CTS buffers,5,
switching power total,0.000133,W
# rows,36,
Via density,4.85,
Peak Freq,493,MHz
Worst Setup Start Kind,register,
Initial Util,31.4,%
Hold Crit Class,reg2reg,
RSZ-0062 raised after global routing,false,
Tmin final,2.03,ns
initial antenna violation count,0,
register pins left without a clock,11,
io pins,26,
Layout area overhead,11.7,%
status,completed,
average size of a mapped cell,10.1,um^2
total negative slack,0,ns
number of unconstrained endpoints,28,
Clock Tree Root,clkbuf_8,
final hold violation count,0,
Synth async-reset ratio,100,%
-- logic make-up (layout without fill, tap and decap cells) --
group	after synthesis	count (layout)	synth area share (%)
simple gates	126	126	22.9
flops	57	57	45.8
compound gates	38	38	8.04
xor+xnor	38	38	10.7
buf+inv	32	39	5.66
fa+ha+maj	11	11	4.42
mux	6	6	2.37
other cells	1	6	0.120
-- layout make-up --
class | instances | area (um^2)
Clock buffer | 6 | 72.6
Timing Repair Buffer | 22 | 213
Multi-Input combinational cell | 225 | 1530
Fill cell | 976 | 6430
Inverter | 9 | 33.8
Tap cell | 133 | 166
Sequential cell | 57 | 1430
Clock inverter | 2 | 37.5
-- cell usage in the layout, fill, tap and decap left out, types with 2 or more instances in the layout --
| master | count |
|---|---|
| or2_2 | 2 |
| o22ai_1 | 4 |
| clkdlybuf4s50_1 | 19 |
| a221oi_1 | 3 |
| mux2i_1 | 4 |
| a21oi_1 | 11 |
| ha_1 | 11 |
| xor2_1 | 15 |
| and2_1 | 2 |
| a221o_1 | 2 |
| or3_1 | 7 |
| nor2b_1 | 2 |
| dfrtp_1 | 57 |
| clkbuf_8 | 5 |
| o21ai_0 | 8 |
| or4_1 | 6 |
| inv_1 | 8 |
| buf_4 | 3 |
| nor2_1 | 18 |
| o31ai_1 | 6 |
| nand4_1 | 13 |
| conb_1 | 6 |
| and4_1 | 7 |
| nor3_1 | 7 |
| nand3_1 | 18 |
| nand2_1 | 20 |
| xnor2_1 | 23 |
| and3_1 | 13 |
-- worst paths after layout --
check	to	slack, ns	cells after the start
max	u_div.cnt[26]$_DFF_PP0_	3.07	5
min	u_div.cnt[0]$_DFF_PP0_	0.46	1
max reg2reg	u_div.cnt[26]$_DFF_PP0_	3.07	5
min reg2reg	u_div.cnt[0]$_DFF_PP0_	0.46	1
max in group asynchronous	u_ref.cnt[16]$_DFF_PP0_	3.39	3
min in group asynchronous	u_div.tick$_DFF_PP0_	1.22	3
-- power groups by stage --
stage / registers, W / clock network [W] / logic, W
after CTS: 0.000364 / 0.000275 / 0.0000135
after global routing: 0.000364 / 0.000289 / 0.0000152
final: 0.000364 / 0.000270 / 0.0000125
-- critical path, cell delays in order (launching register included) --
cell	delay [ns]
dfrtp_1	0.37
ha_1	0.20
nand2_1	0.09
or4_1	0.67
or4_1	0.51
a21oi_1	0.14
-- metal layers --
layer	wire (um)	global-route usage (%)	vias up	part of all wire (%)
met5	0	0	-	0
li1	-	-	1106	-
met2	2380	16.3	33	44
met1	2760	17.0	1060	51
met4	61	1.43	0	1.1
met3	162	1.91	4	3.0
-- flip-flops by register name, indices dropped and copies added, names as in the netlist --
signal / flops
digit_sel: 3
u_cnt.ff3.q: 1
u_cnt.ff5.q: 1
u_div.cnt: 27
u_div.tick: 1
u_cnt.ff2.q: 1
u_ref.tick: 1
u_cnt.ff1.q: 1
u_cnt.ff6.q: 1
u_ref.cnt: 17
u_cnt.ff7.q: 1
u_cnt.ff0.q: 1
u_cnt.ff4.q: 1
-- synthesized netlist by cell type, types with 2 or more instances --
master     n  area (um^2)
and4_1     7         61.3
a221o_1    2         20.0
xor2_1    15          131
buf_4     14          105
a21oi_1   11         55.1
ha_1      11          138
mux2i_1    4         40.0
or2_2      2         12.5
or3_1      7         43.8
nand2_1   20         75.1
and3_1    13         81.3
nor3_1     7         35.0
and2_1     2         12.5
clkbuf_1   6         22.5
dfrtp_1   57         1430
or4_1      6         45.0
o22ai_1    4         25.0
nand4_1   13         81.3
nor2b_1    2         12.5
a221oi_1   3         26.3
inv_1      9         33.8
o31ai_1    6         45.0
xnor2_1   23          201
nand3_1   18         90.1
nor2_1    18         67.6
o21ai_0    8         40.0
buf_2      3         15.0
-- stage by stage --
stage | std cells | instance area, um^2 | power [W] | hold slack, ns | utilization (%)
2_1_floorplan | 314 | 3130 | 0.000383 | 0.425 | -
3_3_place_gp | 446 | 3370 | 0.000385 | 0.437 | 34.0
3_5_place_dp | 446 | 3370 | 0.000385 | 0.449 | 34.0
4_1_cts | 454 | 3480 | 0.000653 | 0.461 | 35.1
5_1_grt | 454 | 3480 | 0.000669 | 0.468 | 35.1
6_report | 454 | 3480 | 0.000647 | 0.456 | 35.1
Power is estimated from default activity; no workload was simulated.
